==> run.sh <==
#!/bin/bash
# OpenROAD 26Q1-2900-gdf79404cd8, Yosys 0.63+post, stock flow scripts
make -C /OpenROAD-flow-scripts/flow DESIGN_CONFIG=/design/flow/config.mk WORK_HOME=/design/flow/orfs finish
==> config.mk <==
export PLATFORM = sky130hd
export DESIGN_NAME = draw_vramctrl
export DESIGN_NICKNAME = draw_vramctrl
export VERILOG_FILES = /design/flow/design.v
export SDC_FILE = /design/flow/constraint.sdc
export NUM_CORES = 4
export LEC_CHECK = 1
export CORE_UTILIZATION = 30
==> constraint.sdc <==
current_design draw_vramctrl

set clk_period 7.6
set clk_io_pct 0.2

create_clock -name clk0 -period $clk_period [get_ports {CLK}]

set non_clock_inputs [all_inputs -no_clocks]
set_input_delay [expr $clk_period * $clk_io_pct] -clock clk0 $non_clock_inputs
set_output_delay [expr $clk_period * $clk_io_pct] -clock clk0 [all_outputs]
==> design.v <==
module draw_vramctrl
(
  input       	CLK,
  input       	RST_X,
  input       	INIT,
  input [8:0]	OVA_SPOSX,
  input [13:0]	OVA_SPOSY,
  input [8:0]	OVA_DPOSX,
  input [13:0]	OVA_DPOSY,
  input [8:0]	OVA_WIDTH,
  input [9:0]	OVA_HEIGHT,
  input [1:0]	VALID,
  input       	STARTBLT,
  input       	FULL_SRCBUF,
  input       	FULL_DSTBUF,
  input       	EMPTY_WRBUF,
  input       	VIF_DRWRDATAVLD,
  input       	VIF_DRWACK,
  input [9:0]	ONCOUNT,
  input [9:0]	OFFCOUNT,
  output       	DRW_VRAMREQ,
  output       	DRW_VRAMWRITE,
  output [22:0]	DRW_VRAMADR,
  output [7:0]	DRW_VRAMDMASK,
  output       	SRCSEL,
  output       	DSTSEL,
  output       	WRSEL,
  output       	WORKING,
  output       	BUSY_VRAM,
  output       	RD_VRAMWR,
  output [3:0]	ERROR
);
parameter IDLE  =       0;
parameter ZERO =        1;
parameter SRC   =       2;
parameter SRC_WAIT =    3;
parameter DST   =       4;
parameter DST_WAIT =    5;
parameter SETWR =       6;
parameter WR    =       7;
parameter WR_SRCWAIT =  8;
parameter WR_DSTWAIT =  9;
parameter PAT   = 1;
parameter BIT   = 2;
reg [4:0] current, next;
reg rBusyVram;
reg rVIF_valid;
reg [8:0] hcount;
reg [8:0] hcountValid;
reg [13:0] vcountSrc;
reg [13:0] vcountDst;
reg [13:0] vcountWr;
wire            wReq;
reg             rSreq, rASreq;
reg [22:0]      rAdr;
reg [2:0]       rBufSel;
reg             rWorking;
reg [9:0]       reqWaitCount;
reg             validMaxFlag;
always @ (posedge CLK or negedge RST_X) begin
        if( !RST_X )
                reqWaitCount <= 0;
        else if(INIT)
                reqWaitCount <= 0;
        else if( current == SRC_WAIT || current == DST_WAIT
                || current == WR_SRCWAIT || current == WR_DSTWAIT)
                reqWaitCount <= reqWaitCount + 1;
        else
                reqWaitCount <= 0;
end
always @ (posedge CLK or negedge RST_X) begin
        if( !RST_X )
                hcount <= 0;
        else if(INIT)
                hcount <= 0;
        else if(!(wReq && VIF_DRWACK))
                hcount <= hcount;
        else if(hcount == OVA_WIDTH - 1)
                hcount <= 0;
        else
                hcount <= hcount + 1;
end
always @ (posedge CLK or negedge RST_X) begin
        if( !RST_X )
                rVIF_valid <= 0;
        else if(INIT)
                rVIF_valid <= 0;
        else
                rVIF_valid <= VIF_DRWRDATAVLD;
end
always @ (posedge CLK or negedge RST_X) begin
        if( !RST_X )
                hcountValid <= 0;
        else if(INIT)
                hcountValid <= 0;
        else if(!rVIF_valid)
                hcountValid <= hcountValid;
        else if((hcountValid >= OVA_WIDTH - 1) && ((current == SRC_WAIT) || (current == DST_WAIT)))
                hcountValid <= 0;
        else
                hcountValid <= hcountValid + 1;
end
always @ (posedge CLK or negedge RST_X) begin
        if( !RST_X )
                validMaxFlag <= 0;
        else if(INIT)
                validMaxFlag <= 0;
        else if( (current == SRC || current == DST || current == WR) && (hcountValid == 0) )
                validMaxFlag <= 0;
        else if(hcountValid == OVA_WIDTH - 1 && rVIF_valid )
                validMaxFlag <= 1;
end
always @ (posedge CLK or negedge RST_X) begin
        if( !RST_X )
                vcountSrc <= 0;
        else if(INIT)
                vcountSrc <= 0;
        else if(!(wReq && VIF_DRWACK))
                vcountSrc <= vcountSrc;
        else if(!(current == SRC))
                vcountSrc <= vcountSrc;
        else if((vcountSrc == OVA_HEIGHT - 1) && (hcount == OVA_WIDTH -1))
                vcountSrc <= 0;
        else if(hcount == OVA_WIDTH - 1) 
                vcountSrc <= vcountSrc + 1;
end
always @ (posedge CLK or negedge RST_X) begin
        if( !RST_X )
                vcountDst <= 0;
        else if(INIT)
                vcountDst <= 0;
        else if(!(wReq && VIF_DRWACK))
                vcountDst <= vcountDst;
        else if(!(current == DST))
                vcountDst <= vcountDst;
        else if((vcountDst == OVA_HEIGHT - 1) && (hcount == OVA_WIDTH - 1))
                vcountDst <= 0;
        else if(hcount == OVA_WIDTH - 1)
                vcountDst <= vcountDst + 1;
end
always @ (posedge CLK or negedge RST_X) begin
        if( !RST_X )
                vcountWr <= 0;
        else if(INIT)
                vcountWr <= 0;
        else if(!(wReq && VIF_DRWACK))
                vcountWr <= vcountWr;
        else if(!(current == WR))
                vcountWr <= vcountWr;
        else if((vcountWr== OVA_HEIGHT - 1) && (hcount == OVA_WIDTH - 1))
                vcountWr <= 0;
        else if(hcount == OVA_WIDTH - 1)
                vcountWr <= vcountWr + 1;
end
always @ (posedge CLK or negedge RST_X) begin
        if( !RST_X )
                current <= IDLE;
        else if(INIT)
                current <= IDLE;
        else
                current <= next;
end
always @* begin
        case(current)
                IDLE: begin
                        if(STARTBLT && (OVA_WIDTH == 0 || OVA_HEIGHT == 0))
                                next <= ZERO;
                        else if( STARTBLT && VALID == BIT )
                                next <= SRC;
                        else if( STARTBLT && VALID == PAT )
                                next <= DST;
                        else
                                next <= IDLE;
                end
                ZERO: begin
                                next <= IDLE;
                end
                SRC: begin
                        if(!(wReq && VIF_DRWACK))
                                next <= SRC;
                        else if(hcount == OVA_WIDTH - 1)
                                next <= SRC_WAIT;
                        else
                                next <= SRC;
                end
                SRC_WAIT: begin
                        if(reqWaitCount < ONCOUNT)
                                next <= SRC_WAIT;
                        else if(validMaxFlag)
                                next <= DST;
                        else
                                next <= SRC_WAIT;
                end
                DST: begin
                        if(!(wReq && VIF_DRWACK))
                                next <= DST;
                        else if(hcount == OVA_WIDTH - 1)
                                next <= DST_WAIT;
                        else
                                next <= DST;
                end
                DST_WAIT: begin
                        if(reqWaitCount < ONCOUNT)
                                next <= DST_WAIT;
                        else if(validMaxFlag)
                                next <= SETWR;
                        else
                                next <= DST_WAIT;
                end
                SETWR: begin
                        if(EMPTY_WRBUF)
                                next <= SETWR;
                        else
                                next <= WR;
                end
                WR: begin
                        if(!(wReq && VIF_DRWACK))
                                next <= WR;
                        else if((hcount == OVA_WIDTH - 1) && (vcountWr == OVA_HEIGHT - 1))
                                next <= IDLE;
                        else if((VALID == PAT) && (hcount == OVA_WIDTH - 1) && (vcountWr < OVA_HEIGHT - 1))
                                next <= WR_DSTWAIT;
                        else if((VALID == BIT) && (hcount == OVA_WIDTH - 1) && (vcountWr < OVA_HEIGHT - 1))
                                next <= WR_SRCWAIT;
                        else
                                next <= WR;
                end
                WR_SRCWAIT: begin
                        if(reqWaitCount > ONCOUNT)
                                next <= SRC;
                        else
                                next <= WR_SRCWAIT;
                end
                WR_DSTWAIT: begin
                        if(reqWaitCount > ONCOUNT)
                                next <= DST;
                        else
                                next <= WR_DSTWAIT;
                end
        endcase
end
always @(posedge CLK or negedge RST_X) begin
        if( !RST_X )
                rSreq <= 0;
        else if(INIT)
                rSreq <= 0;
        else if((current == SRC && FULL_SRCBUF) || (current == DST && FULL_DSTBUF) 
                || (current == WR && EMPTY_WRBUF && VIF_DRWACK))
                rSreq <= 0;
        else if(current == SRC || current == DST || current == WR)
                rSreq <= 1;
        else
                rSreq <= 0;
end
always @* begin
        if( !RST_X )
                rASreq <= 0;
        else if(INIT)
                rASreq <= 0;
        else if((current == SRC && FULL_SRCBUF) || (current == DST && FULL_DSTBUF))
                rASreq <= 0;
        else if(current == SRC || current == DST || current == WR)
                rASreq <= 1;
        else
                rASreq <= 0;
end
assign wReq = rSreq & rASreq;
assign DRW_VRAMREQ = wReq;
assign DRW_VRAMWRITE = (current == WR);
assign RD_VRAMWR = (current == SETWR) ? !EMPTY_WRBUF : (current == WR) & (wReq) & (VIF_DRWACK) & (!EMPTY_WRBUF);
always @* begin
        if( !RST_X )
                rAdr <= 0;
        else if(INIT)
                rAdr <= 0;
        else if(current == SRC)
                rAdr <= {OVA_SPOSY + vcountSrc, OVA_SPOSX + hcount};
        else if(current == DST)
                rAdr <= {OVA_DPOSY + vcountDst, OVA_DPOSX + hcount};
        else if(current == WR)
                rAdr <= {OVA_DPOSY + vcountWr, OVA_DPOSX + hcount};
        else
                rAdr <= 0;
end
assign DRW_VRAMADR = rAdr;
assign DRW_VRAMDMASK = 8'b0000_0000;
always @(posedge CLK or negedge RST_X) begin
        if( !RST_X )
                rBufSel <= 0;
        else if(INIT)
                rBufSel <= 0;
        else if(current == SRC || current == SRC_WAIT)
                rBufSel <= SRC;
        else if(current == DST || current == DST_WAIT)
                rBufSel <= DST;
        else if(current == WR)
                rBufSel <= WR;
        else
                rBufSel <= 0;
end
assign SRCSEL = (rBufSel == SRC);
assign DSTSEL = (rBufSel == DST);
assign WRSEL  = (rBufSel == WR);
always @ (posedge CLK or negedge RST_X) begin
        if( !RST_X )
                rBusyVram <= 0;
        else if(INIT)
                rBusyVram <= 0;
        else if(STARTBLT)
                rBusyVram <= 1;
        else if(OVA_WIDTH == 0 || OVA_HEIGHT == 0)
                rBusyVram <= 0;
        else if((current == WR) && ((hcount == OVA_WIDTH - 1) && (vcountWr == OVA_HEIGHT - 1)) && ((wReq) & (VIF_DRWACK)))
                rBusyVram <= 0;
end
assign BUSY_VRAM = STARTBLT | rBusyVram;
always @ (posedge CLK or negedge RST_X) begin
        if( !RST_X )
                rWorking <= 0;
        else if(INIT)
                rWorking <= 0;
        else if(current == IDLE)
                rWorking <= 0;
        else
                rWorking <= 1;
end
assign WORKING = rWorking;
assign ERROR = 0;
endmodule
==> run summary <==
Implementation summary

The largest net degree at the start of global routing is 54. The worst setup path is captured at a primary output. The reg-to-reg critical path endpoint is vcountSrc[4].

The estimated wirelength of the detail-placed design is 20.32 mm. The clock arrives with 0.01080 ns of skew. The maximum clock frequency is 152.3 MHz. The clock slew seen by the registers of the worst setup and hold paths is 0.07 ns. The critical path startpoint is OVA_DPOSY[1]. The cell repeated most along the worst path is sky130_fd_sc_hd__a211oi_1. The detailed router reports a met2 wire length of 11.16 mm. The H-tree generated during clock tree synthesis spans 3 levels. The worst hold margin is 0.5232 ns. Overall power consumption after layout is estimated at 1.202 mW. The longest incremental delay of any stage on the critical path is reported as 0.52 ns.

The timer found 4 register pins that no clock reaches; their paths are not timed. At the later pin of the worst-skew pair, clock insertion delay measures 0.36 ns. The worst reg-to-reg setup slack is 4.45 ns.

The hold violation total from the final report is 0. The power per standard cell area is 111.4 mW/mm2. The OpenROAD report gives the critical path a required time of 6.08 ns.

The total vias in the final route is 8093. At the pin with the least slew margin, the transition time is 0.8158 ns. 4 endpoints have no timing constraint. The kind of critical path is in -> out.

The beginning of the worst register-to-register path is vcountSrc[10]. The number of cells on the worst reg-to-reg path is 8. The instance count of the mapped netlist is 1067.

The initial utilization of the core area, before any placement, comes to 30.84%. The commonest register cell after synthesis is sky130_fd_sc_hd__dfrtp_1. The hold buffer count at cts is 0.

The number of port buffers is 116. The worst ir drop on vdd is 106.4 uV. The number of buffers inserted by post-CTS setup repair is 0. The number of max-capacitance violations reported is 0. The synthesis report lists the Yosys warning total as 1. Summed over all layers, the global routing overflow is 0. The total negative slack for setup checks is 0 ns. Dividing the final minimum period by the clock period gives 86.37%. The routed design has 25.58 mm of wire. The area of the core is 0.02909 mm2. Looking at the clock tree report, the maximum root-to-sink buffer count equals 2.

The die is 174.9 um tall. The worst setup path is launched from an input pin. Logged for this run, the post-placement worst setup slack is 1.005 ns. Using the TritonRoute via totals, the vias-per-cell ratio works out to 5.184.

The synthesized netlist occupies a cell area of 0.008972 mm2. The library cells used most frequently in the layout, excluding fill and tap cells, are sky130_fd_sc_hd__clkdlybuf4s50_1 (115), sky130_fd_sc_hd__ha_1 (97), sky130_fd_sc_hd__nor2_1 (85). TritonCTS built the clock tree. The floorplan report gives the top-level pin count as 139.

The standard cell with the maximum stage delay on the critical path is sky130_fd_sc_hd__clkdlybuf4s50_1. The synthesized netlist contains 86 unique library cells. According to the floorplan report, the die width is 174.9 um.

In the routed design, unresolved DRC markers number 0. The stage logs contain a warning count of 36. For this run, the share of the core covered by cells in the final layout is 37.11%.

Max fanout on the critical path was recorded as 4. Of all flip-flops after synthesis, the portion carrying an async set or reset was 95.35%. The number of pins exceeding their max-slew limit in the final report is 0. The count of instantiated cells in the yosys netlist is 1067.

The number of global-route vias before repair is 7387. A synthesized cell averages 8.409 um2. The clock period could shrink to 6.564 ns. The detail route stage leaves a number of antenna-violating nets equal to 0.

The tree is rooted in a sky130_fd_sc_hd__clkbuf_16. The highest-count logic cell in the final layout is sky130_fd_sc_hd__clkdlybuf4s50_1. The flow ran to the end, and the final reports show no timing, DRC or antenna violations. Gates resized during post-CTS repair numbered 0. The post-route report lists met1 wire length as 12.49 mm. The total setup violations reported at the end of the flow is 0.

The script logs the mean routed wire length per placed instance as 16.39 um. The global-route wire length before repair is 40.64 mm. Listed in order, past its start point the critical path passes clkdlybuf4s50_1 -> ha_1 -> a211oi_1 -> nor2_1 -> o41ai_1 -> o21ai_0 -> a211oi_1 -> xnor2_1 -> a221oi_1 -> a211oi_1 -> clkdlybuf4s50_1. Yosys mapped a number of flops with a built-in enable equal to 0.

The routability congestion estimate from global placement is 0.9514. Cells with a size suffix above 1 make up 5.692% of the layout. The number of CTS-inserted buffers is 9. The detailed router finished its first iteration with 553 violations. In this run the full chip footprint comes out at 0.03060 mm2.

Per STA, the endpoint of the critical path is DRW_VRAMADR[22]. The total routing usage reported by global routing is 17.16%. The number of iterations in the first detailed-routing pass is 5.

Signal routing reaches up to met4. The worst pin sits at a relative slew slack of 45.41%. The area growth from synthesis to final layout is 20.32%.

For this design the static power due to leakage is 5.028 nW. In the synthesis report, Yosys lists the chip area as 0.008972 mm2. The detailed router reports a met3 wire length of 1.480 mm. The final antenna diode tally reported by the flow is 0. The arrival time at the worst endpoint is 5.04 ns.

The type of the tightest min-delay check is reg -> reg. The initial antenna violation count is 0. The number of core rows is 62. Counting flops and latches in the post-synthesis netlist gives 86. The worst path meets setup with 1.036 ns of slack. Setup repair after global routing left no endpoint under its margin.
[cell usage after synthesis (6+ instances only)]
library cell / n / area share [%]
sky130_fd_sc_hd__nor2b_1: 16 / 1.1
sky130_fd_sc_hd__a22oi_1: 7 / 0.59
sky130_fd_sc_hd__and3_1: 40 / 2.8
sky130_fd_sc_hd__o21ai_0: 80 / 4.5
sky130_fd_sc_hd__a21oi_1: 61 / 3.4
sky130_fd_sc_hd__or2_2: 6 / 0.42
sky130_fd_sc_hd__ha_1: 97 / 14
sky130_fd_sc_hd__xor2_1: 43 / 4.2
sky130_fd_sc_hd__a211oi_1: 12 / 1.0
sky130_fd_sc_hd__nor4_1: 10 / 0.70
sky130_fd_sc_hd__nor2_1: 85 / 3.6
sky130_fd_sc_hd__o211ai_1: 6 / 0.50
sky130_fd_sc_hd__o22ai_1: 7 / 0.49
sky130_fd_sc_hd__nand3_1: 41 / 2.3
sky130_fd_sc_hd__nor3b_1: 14 / 1.2
sky130_fd_sc_hd__dfrtp_1: 82 / 23
sky130_fd_sc_hd__nand2_1: 62 / 2.6
sky130_fd_sc_hd__nor3_1: 23 / 1.3
sky130_fd_sc_hd__a21o_1: 48 / 4.0
sky130_fd_sc_hd__nor3b_2: 11 / 1.5
sky130_fd_sc_hd__nand2b_1: 18 / 1.3
sky130_fd_sc_hd__buf_4: 16 / 1.3
sky130_fd_sc_hd__clkbuf_1: 15 / 0.63
sky130_fd_sc_hd__xnor2_1: 52 / 5.1
sky130_fd_sc_hd__o21ai_1: 19 / 1.1
sky130_fd_sc_hd__or3_1: 7 / 0.49
sky130_fd_sc_hd__inv_1: 45 / 1.9
sky130_fd_sc_hd__nand4_1: 8 / 0.56
sky130_fd_sc_hd__o21a_1: 11 / 0.92
[power breakdown]
group          total (mW)  internal [mW]  switching (mW)
clock network       0.495          0.292           0.203
logic               0.252          0.121           0.131
registers           0.455          0.442          0.0137
[stage by stage]
step / instances / area [um2]
after floorplan: 1078 / 9014
after global placement: 1545 / 10470
after detailed placement: 1545 / 10470
after CTS: 1561 / 10800
after global routing: 1561 / 10800
final: 1561 / 10800
[flip-flops by register name, indices dropped and copies added (netlist names)]
register,cells
vcountDst,14
vcountSrc,14
vcountWr,14
reqWaitCount,10
hcountValid,9
hcount,9
current,4
next,4
rBufSel,3
rBusyVram,1
rSreq,1
rVIF_valid,1
rWorking,1
validMaxFlag,1
[worst min-delay path by stage]
stage	from	to	slack, ns	depth (start not counted)
finish	reqWaitCount[0]	reqWaitCount[0]	0.52	1
global route	reqWaitCount[0]	reqWaitCount[0]	0.57	1
CTS	reqWaitCount[0]	reqWaitCount[0]	0.52	1
[logic make-up (layout without fill, tap and decap cells)]
group,count (synthesis),count (layout),share of synthesized area (%)
adders and majority gates,102,102,14.64
muxes,5,5,0.5578
latches,4,4,0.6694
AOI/OAI and AO/OA,308,308,22.19
other,1,12,0.04180
xor gates and xnor gates,100,100,10.49
DFF,82,82,22.87
and+or+nand+nor,378,378,23.83
buffers and inverters,87,186,4.713
[per-layer routing]
| layer | vias up | GRT usage, % |
|---|---|---|
| met3 | 22 | 3.418 |
| met4 | 0 | 2.391 |
| li1 | 4107 | - |
| met5 | - | 0 |
| met2 | 203 | 25.94 |
| met1 | 3761 | 26.14 |
[area by class of cell]
cell class	instances	area [um2]
fill	2940	18300
multi-input combinational	905	6484
sequential	86	2112
timing repair buffer	125	1226
tap	384	480.5
clock buffer	9	225.2
inverter	45	168.9
clock inverter	7	98.84
[critical path: cells and delay by family]
family | cells | cell delay (ns)
AOI/OAI and AO/OA | 6 | 1.93
buffers and inverters | 2 | 1.01
adders and majority gates | 1 | 0.36
and+or+nand+nor | 1 | 0.11
xor gates and xnor gates | 1 | 0.10
Power and IR drop assume default switching activity.
