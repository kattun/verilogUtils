**design/flow/config.mk**
```make
export PLATFORM = sky130hd
export DESIGN_NAME = draw_interrgen
export DESIGN_NICKNAME = draw_interrgen
export VERILOG_FILES = /design/flow/design.v
export SDC_FILE = /design/flow/constraint.sdc
export NUM_CORES = 4
export LEC_CHECK = 1
export CORE_AREA = 10 10 70 70
export DIE_AREA = 0 0 80 80
```
**design/flow/constraint.sdc**
```tcl
current_design draw_interrgen

set clk_period 1.7
set clk_io_pct 0.2

create_clock -name clk0 -period $clk_period [get_ports {CLK}]

set non_clock_inputs [all_inputs -no_clocks]
set_input_delay [expr $clk_period * $clk_io_pct] -clock clk0 $non_clock_inputs
set_output_delay [expr $clk_period * $clk_io_pct] -clock clk0 [all_outputs]
```
**design/flow/design.v**
```verilog
module draw_interrgen
(
  input       	CLK,
  input       	RST_X,
  input       	INITCMND,
  input       	EODL,
  input [3:0]	EREG,
  input [3:0]	EADD,
  input [3:0]	EPIXEL,
  input [3:0]	EVRAM,
  input       	OVER_SRC,
  input       	OVER_DST,
  input       	OVER_WR,
  input       	UNDER_SRC,
  input       	UNDER_DST,
  input       	UNDER_WR,
  input       	WORKING_VRAM,
  output       	INIT_REG,
  output       	INIT_ADD,
  output       	INIT_PIXEL,
  output       	INIT_VRAM,
  output       	INIT_SRC,
  output       	INIT_DST,
  output       	INIT_WR,
  output [11:0]	ERROR_REG,
  output       	DRW_ERRINT,
  output       	DRW_INT,
  output       	BUSY,
  output       	WORKINGDRW
);
wire error_src, error_dst, error_wr;
wire ierror;             
reg r_ERRINT1, r_ERRINT2;
reg r_EODL;
assign error_src = OVER_SRC | UNDER_SRC;
assign error_dst = OVER_DST | UNDER_DST;
assign error_wr = OVER_WR | UNDER_WR;
assign ierror = 0;       
assign ERROR_REG[0] = {EREG[0] | EADD[0] | EPIXEL[0] | EVRAM[0] | UNDER_SRC | UNDER_DST | UNDER_WR};
assign ERROR_REG[1] = {EREG[1] | EADD[1] | EPIXEL[1] | EVRAM[1] | OVER_SRC | OVER_DST | OVER_WR};
assign ERROR_REG[2] = {EREG[2] | EADD[2] | EPIXEL[2] | EVRAM[2]};
assign ERROR_REG[3] = {EREG[3] | EADD[3] | EPIXEL[3] | EVRAM[3]};
assign ERROR_REG[11:4] = {error_wr, error_dst, error_src, |EVRAM, |EPIXEL, |EADD, |EREG ,ierror};
assign  INIT_REG  = INITCMND | EODL;
assign  INIT_ADD  = INITCMND | EODL;
assign  INIT_PIXEL = INITCMND | EODL;
assign  INIT_VRAM = INITCMND | EODL;
assign  INIT_SRC  = INITCMND | EODL;
assign  INIT_DST  = INITCMND | EODL;
assign  INIT_WR   = INITCMND | EODL;
always @ (posedge CLK or negedge RST_X) begin
        if( !RST_X )
                r_ERRINT1 <= 0;
        else if(INITCMND)
                r_ERRINT1 <= 0;
        else if( error_wr | error_dst | error_src | EVRAM > 0 | EPIXEL > 0 | EADD > 0 | EREG > 0 | ierror)            
                r_ERRINT1 <= 1;
end
always @ (posedge CLK or negedge RST_X) begin
        if( !RST_X )
                r_ERRINT2 <= 0;
        else if(INITCMND)
                r_ERRINT2 <= 0;
        else if( r_ERRINT1 == 1 )
                r_ERRINT2 <= 1;
end
assign DRW_ERRINT = r_ERRINT1 & ~r_ERRINT2;
always @ (posedge CLK or negedge RST_X) begin
        if( !RST_X )
                r_EODL <= 0;
        else if(INITCMND)
                r_EODL <= 0;
        else if( EODL == 1 )
                r_EODL <= 1;
        else
                r_EODL <= 0;
end
assign DRW_INT = r_EODL;
assign WORKINGDRW = WORKING_VRAM;
assign BUSY = 0;
endmodule
```
**design/flow/run.sh**
```bash
#!/bin/bash
# OpenROAD 26Q1-2900-gdf79404cd8, Yosys 0.63+post, stock flow scripts
make -C /OpenROAD-flow-scripts/flow DESIGN_CONFIG=/design/flow/config.mk WORK_HOME=/design/flow/orfs finish
```
==> results.json <==
{
  "cp-end-kind": "output port",
  "worst_ir_drop_vdd_v": 0.0001351,
  "power_density_nw_per_um2": 376.2,
  "crit_type": "input port to output port",
  "grt_max_degree": 6,
  "netlist.top_cell.by_area": "buf_4",
  "syn2layout_area_growth_pct": 161.2,
  "drt_iter0_markers": 3,
  "pre_repair_dr_iteration_count": 2,
  "io_buffers": 45,
  "detailed_place.area_um2": 793.3,
  "routed_wire_length_per_instance_um": 11.96,
  "syn_area_per_cell_um2": 8.181,
  "clock_skew_ps": 0.02688,
  "fp_util": 0.09341,
  "final.period_utilization": 0.9757,
  "timing.critical_path.arrival_ps": 1320,
  "yosys_register_bits": 3,
  "setup_repair_after_global_routing_missed_its_margin": "yes",
  "synthesis.area_um2": 319.1,
  "number_of_buffers_on_the_longest_clock_path": 2,
  "dp_hpwl_um": 1488,
  "drtAntennaViolNets": 0,
  "gr-total-overflow": 0,
  "finalCriticalPeriod_ps": 1659,
  "drc_errors": 0,
  "ys_async_rst_share": 1.000,
  "clk_pin_slew_ps": 40,
  "finalSetupViolations": 0,
  "grt_first_pass_wirelength_um": 2580,
  "yosysWarningCount": 1,
  "grt_pass1_vias": 572,
  "antenna_violations_before_repair": 0,
  "vias_per_cell": 3.341,
  "antenna-diode-count": 0,
  "flop_cell": "dfrtp_1",
  "clock_latency_ps": 230,
  "rr_worst_depth": 2,
  "final_design_area_no_fill_um2": 833.3,
  "grt.total_usage": 0.04912,
  "achievable-frequency_ghz": 0.6029,
  "regToRegEndpoint": "r_ERRINT1",
  "maxSlewViolCount": 0,
  "route.final.wire_length_um": 1614,
  "warning_count": 26,
  "edf_count": 0,
  "final_hold_viol_count": 0,
  "floorplan_core_area_um2": 3416,
  "synth_cell_types": 14,
  "chip_area_um2": 6400,
  "critPathRequiredTime_ps": 1360,
  "synth-area-yosys_um2": 319.1,
  "number_of_h_tree_levels": 1,
  "clock_sink_count": 3,
  "worst_r2r_startpoint": "r_ERRINT1",
  "postCtsHoldBufs": 0,
  "numCtsBuffers": 3,
  "outcome": "finished clean",
  "clock-root-buffer": "clkbuf_4",
  "synth_sequential_area_ratio": 0.2353,
  "critPathMaxFanout": 2,
  "worst_hold_slack_ps": 292.5,
  "static_leakage_nw": 0.3730,
  "min_path_type": "input port to async pin",
  "postSynthCellCount": 39,
  "chipWidth_um": 80,
  "ys_cells": 39,
  "setup-tns-final_ps": 0,
  "num_rows": 21,
  "ioPinCount": 50,
  "yosysTopAreaCellShare": 0.2824,
  "fp.dieH_um": 80,
  "routabilityCongestion": 0.7772,
  "netlist_top_cells_area": "buf_4 (28%), dfrtp_1 (24%), or4_1 (9.4%)",
  "reg2reg_setup_slack_ps": 960,
  "maxCapViolCount": 0,
  "worst_setup_path_start_kind": "input port",
  "num_vias": 451,
  "proportion_of_layout_cells_with_a_drive_suffix_above_1": 0.3708,
  "tritoncts": "built"
}
[Yosys cell counts, types with 2 or more instances]
cell	n
or4_1	4
dfrtp_1	3
buf_4	12
nor2_1	3
nand2_1	2
nor2b_1	2
or2_2	3
nor4_1	2
nor3_1	2
or4_4	2
[worst max-delay path, cell delays in order]
cell             delay, ps
clkdlybuf4s50_1        420
or4_1                  420
buf_2                  140
[kinds of logic after synthesis]
group,count (synthesis),synth area share
AND-OR/OR-AND,1,0.02746
AND/OR/NAND/NOR,22,0.4432
flip-flops,3,0.2353
buffers and inverters,12,0.2824
other,1,0.01175
[sequential cells by signal, summed over array words and instances, names as in the netlist]
name       cells
r_ERRINT1      1
r_EODL         1
r_ERRINT2      1
[metrics by stage]
stage / util / setup slack [ps] / total power [mW] / instances
floorplan: - / 421.4 / 0.1098 / 40
global placement: 0.2322 / -416.6 / 0.2061 / 126
detailed placement: 0.2322 / -400.6 / 0.2076 / 126
CTS: 0.2381 / 5.163 / 0.3223 / 134
global route: 0.2440 / -11.15 / 0.3400 / 135
finish: 0.2440 / 41.39 / 0.3135 / 135
[what timing repair did]
action / in CTS / in global routing
buffers inserted: 4 / 1
pin swaps: 8 / 1
endpoints found under the setup margin: 18 / 2
resized: 53 / 4
[layout make-up]
type                       count  area (um2)
timing repair buffer          57       488.0
clock buffer                   4       26.28
sequential                     3       75.07
fill                         395        2582
multi-input combinational     25       186.4
tap                           46       57.56
[placed cells by master, fill, tap and decap left out]
cell | netlist | layout
clkdlybuf4s50_1 | 0 | 7
nor2b_1 | 2 | 2
a41oi_1 | 1 | 1
buf_2 | 0 | 5
or4_4 | 2 | 3
dlymetal6s2s_1 | 0 | 3
clkbuf_4 | 0 | 3
nand2_1 | 2 | 2
nor4_2 | 0 | 2
nor3_2 | 1 | 3
or4_1 | 4 | 3
dlygate4sd2_1 | 0 | 29
conb_1 | 1 | 2
buf_4 | 12 | 12
or2_4 | 0 | 1
or2_2 | 3 | 3
nor2_1 | 3 | 3
buf_6 | 0 | 1
dfrtp_1 | 3 | 3
clkbuf_1 | 0 | 1
[metal layers]
| metal | wire, um | up-vias | GRT usage |
|---|---|---|---|
| met5 | 0 | - | 0 |
| met4 | 21 | 0 | 0.01056 |
| met2 | 744 | 29 | 0.07945 |
| li1 | - | 229 | - |
| met1 | 623 | 191 | 0.05126 |
| met3 | 225 | 2 | 0.03409 |
[where the power goes]
| group | total (mW) | switching (mW) | internal [mW] |
|---|---|---|---|
| sequential | 0.0779 | 0.00204 | 0.0759 |
| clock | 0.124 | 0.0360 | 0.0879 |
| combinational | 0.112 | 0.0336 | 0.0780 |
[worst max path at each step]
stage,from,endpoint,slack [ps],cells after the start
6_report,EREG[1],ERROR_REG[5],40,3
5_1_grt,EPIXEL[1],ERROR_REG[1],-10,5
4_1_cts,OVER_SRC,ERROR_REG[1],5,5
No activity file was given, so power comes from the tool's default toggle rates.
